==> config.mk <==
export PLATFORM = sky130hd
export DESIGN_NAME = adder
export DESIGN_NICKNAME = adder
export VERILOG_FILES = /design/flow/design.v
export SDC_FILE = /design/flow/constraint.sdc
export NUM_CORES = 4
export LEC_CHECK = 1
export CORE_AREA = 10 10 70 70
export DIE_AREA = 0 0 80 80
==> constraint.sdc <==
current_design adder

set clk_period 1.9
set clk_io_pct 0.2

create_clock -name clk0 -period $clk_period

set non_clock_inputs [all_inputs -no_clocks]
set_input_delay [expr $clk_period * $clk_io_pct] -clock clk0 $non_clock_inputs
set_output_delay [expr $clk_period * $clk_io_pct] -clock clk0 [all_outputs]
==> design.v <==
module adder(
  input [3:0] a,b,
  output [4:0] y
);
  assign y = a + b;
endmodule
interface adder_if;
  logic [3:0] a;
  logic [3:0] b;
  logic [4:0] y;
endinterface
==> run.sh <==
#!/bin/bash
# OpenROAD 26Q1-2900-gdf79404cd8, Yosys 0.63+post, stock flow scripts
make -C /OpenROAD-flow-scripts/flow DESIGN_CONFIG=/design/flow/config.mk WORK_HOME=/design/flow/orfs finish
==> Changelog: implementation <==
### Metrics

* Peak VDD IR at 0.0000356 V
* Flop Count at 0
* Die footprint at 6400 um^2
* Count of input and output buffers at 13
* Vias in the first global route at 165
* DIE WIDTH at 80 um
* Hold-critical path depth at 5
* Final Critical Period at 1.84 ns
* Cell Pwr Density at 221 nW/um^2
* Row cnt at 21
* Core Util at FP at 0.0399
* Synth top cells by count: ha_1 (4), inv_1 (4), xnor2_1 (2)
* Combinational gate area at 164 um^2
* Startpoint types: primary input
* Avg Cell Area, Syn at 8.52 um^2
* Area grow syn2layout at 152%
* Worst Setup End Kind: output port
* Initial antenna violation count at 0
* GRT Residual Overflow at 0
* Synth warn at 0
* Final GP Congestion at 0.771
* Final HPWL DP at 482 um
* DRC violations left at 0
* Sequential Area at 0 um^2
* Peak fanout along the critical path at 2
* Max incr delay on CP at 0.54 ns
* Cell area leaders: ha_1 (37%), fa_1 (15%), xnor2_1 (13%)
* Synthesis area per yosys at 136 um^2
* Share of layout cells above drive strength 1 at 0.448
* Worst Tran Pin Value at 0.146 ns
* DRT iter0 DRCs at 0
* Final setup violation count at 0
* Leakage at 0.000138 uW
* Synth unique cells at 9
* Tool Warnings at 32
* DP Cell Count at 75
* Fin Setup TNS at 0 ns
* Chip height at 80 um
* CP cell instances: buf_4 -> ha_4 -> inv_2 -> fa_2 -> inv_1 -> dlygate4sd2_1
* Yosys top cell area share at 0.367
* Final Hold Viols at 0
* First-pass GRT wire length at 814 um
* Max_slew headroom at 0.902
* Arr. time, crit path at 1.46 ns
* DR WL/cell at 7.28 um
* Register share after synthesis at 0
* Largest area contributor in the netlist: ha_1
* Max-slew violations at 0
* Largest net degree at the start of global routing at 4
* Cell count after synthesis at 16
* Post-DR vias/cell at 2.08
* Core Region at 3420 um^2
* DR vias at 156
* HP Start: b[2]
* Crit Path Class: primary input to output port
* Maximum clock frequency at 0.544 GHz
* Final Util at 0.101
* Hold Crit Endpoint: y[4]
* Post-CTS Hold Buffers at 0
* Max Cap Viol at 0
* ANT nets after route at 0
* FILL cells at 402
* Hold Crit Class: primary input to output port
* Cells in synth_stat.txt at 16
* Worst path required time at 1.52 ns
* N_diodes at 0
* Final WS setup at 0.0603 ns
* Mapped Area at 136 um^2
* Fin cells at 75
* Status: finished clean
* Final hold slack at 1.35 ns
* # IOs at 13
* Total GRT Usage at 0.0157
* WL final at 546 um
* Pre-CTS setup slack at -0.780 ns
* Critical-path top delay cell: fa_2
* Final-layout clock buffer total at 0
* Tcrit/Tclk final at 0.968
* RSZ-0062 raised after global routing: no
* Pre-Repair DR Iteration Count at 1
[logic make-up after synthesis]
kind of cell | Yosys count | share of synthesized area
compound gates | 3 | 0.156
xor+xnor | 2 | 0.128
fa+ha+maj | 5 | 0.514
buf+inv | 4 | 0.110
simple gates | 2 | 0.0918
[report_power, final]
group | leakage (uW) | internal (uW) | switching (uW) | total [uW]
Clock | 0 | 0 | 0 | 0
Sequential | 0 | 0 | 0 | 0
Combinational | 0.000138 | 49.2 | 26.8 | 76.0
[metal layers]
metal | vias up | global-route usage | wire length [um]
li1 | 77 | - | -
met1 | 68 | 0.0205 | 245
met2 | 11 | 0.0201 | 168
met3 | 0 | 0.0136 | 133
met4 | 0 | 0 | 0
met5 | - | 0 | 0
[worst max-delay path by stage]
stage	startpoint	slack, ns	endpoint
6_report	a[0]	0.06	y[1]
5_1_grt	a[0]	0.01	y[2]
4_1_cts	a[1]	0.01	y[4]
[layout by cell type (no fill, tap or decap), drive strengths merged]
master	instances
buf	3
inv	4
o21ai	1
dlygate4sd2	5
a21o	1
xnor2	2
clkbuf	2
fa	1
ha	4
nand2b	1
nor2b	1
clkdlybuf4s50	3
a21oi	1
[area by class of cell]
| cell class | instances | area share |
|---|---|---|
| Multi-Input combinational cell | 12 | 0.476 |
| Tap cell | 46 | 0.167 |
| Inverter | 4 | 0.0436 |
| Timing Repair Buffer | 13 | 0.313 |
[worst max-delay path, delay by kind of cell]
kind                       cells  cell delay [ns]
adders and majority gates      2             0.67
buffers and inverters          4             0.40
[metrics by stage]
step	power [uW]	area, um^2
2_1_floorplan	25.4	136
3_3_place_gp	79.4	324
3_5_place_dp	80.0	324
4_1_cts	75.5	342
5_1_grt	86.9	344
6_report	76.0	344
[timing repair]
action                     4_1_cts  5_1_grt
pin swaps                        6        3
buffers inserted                 0        0
gates resized                   27        6
setup endpoints to repair        5        1
cloned                           0        0
No activity file was given, so power comes from the tool's default toggle rates.
