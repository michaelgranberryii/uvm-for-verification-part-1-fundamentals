## design.v

```verilog
    module add(
    input [3:0] a,b,
    output [4:0] y
        );
    assign y = a + b;  
    endmodule
    interface add_if();
    logic [3:0] a;
    logic [3:0] b;
    logic [4:0] y;
    endinterface
```

## run.sh

```bash
#!/bin/bash
# OpenROAD 26Q1-2900-gdf79404cd8, Yosys 0.63+post, stock flow scripts
make -C /OpenROAD-flow-scripts/flow DESIGN_CONFIG=/design/flow/config.mk WORK_HOME=/design/flow/orfs finish
```

## config.mk

```make
export PLATFORM = sky130hd
export DESIGN_NAME = add
export DESIGN_NICKNAME = add
export VERILOG_FILES = /design/flow/design.v
export SDC_FILE = /design/flow/constraint.sdc
export NUM_CORES = 4
export LEC_CHECK = 1
export CORE_AREA = 10 10 70 70
export DIE_AREA = 0 0 80 80
```

## constraint.sdc

```tcl
current_design add

set clk_period 3.2
set clk_io_pct 0.2

create_clock -name clk0 -period $clk_period

set non_clock_inputs [all_inputs -no_clocks]
set_input_delay [expr $clk_period * $clk_io_pct] -clock clk0 $non_clock_inputs
set_output_delay [expr $clk_period * $clk_io_pct] -clock clk0 [all_outputs]
```

==> run_summary.xml <==
<?xml version="1.0" encoding="UTF-8"?>
<metrics>
  <group name="outcome">
    <metric name="run_status" unit="">finished, final reports clean</metric>
  </group>
  <group name="sta">
    <metric name="timing.final.setup_violations" unit="">0</metric>
    <metric name="final-hold-violation-count" unit="">0</metric>
    <metric name="grt_setup_unrepaired" unit="">no</metric>
    <metric name="final-max-slew-violation-count" unit="">0</metric>
    <metric name="maxClockFrequency" unit="MHz">326</metric>
    <metric name="worstMarginPinSlew" unit="ps">137</metric>
    <metric name="slew_headroom" unit="">0.908</metric>
    <metric name="fin_crit" unit="ps">3070</metric>
    <metric name="period_used_share" unit="">0.958</metric>
    <metric name="fin_tns_setup" unit="ps">0</metric>
  </group>
  <group name="cells_and_area">
    <metric name="final_design_area_no_fill" unit="µm²">337</metric>
    <metric name="seqCellArea" unit="µm²">0</metric>
    <metric name="areaGrowthSynthToFinish" unit="%">147</metric>
    <metric name="non_filler_instance_count_after_layout" unit="">76</metric>
    <metric name="nFillCells" unit="">408</metric>
    <metric name="num-clock-buffers" unit="">0</metric>
    <metric name="drive_above_1_share" unit="">0.133</metric>
    <metric name="nFlopsAndLatches" unit="">0</metric>
  </group>
  <group name="place">
    <metric name="routabilityCongestion" unit="">0.751</metric>
    <metric name="placed_cells_incl_taps" unit="">75</metric>
    <metric name="buffer_ports.inserted" unit="">13</metric>
    <metric name="post_dp_cell_area" unit="µm²">324</metric>
  </group>
  <group name="detailed_routing">
    <metric name="drt-wirelength-per-cell" unit="µm">7.30</metric>
    <metric name="detailroute.via_count" unit="">159</metric>
    <metric name="finalWirelength" unit="µm">555</metric>
    <metric name="first_pass_iters" unit="">2</metric>
    <metric name="highest_layer" unit="">met3</metric>
    <metric name="wl_met1" unit="µm">271</metric>
    <metric name="drcViolationCount" unit="">0</metric>
    <metric name="post_drt_via_cell_ratio" unit="">2.09</metric>
    <metric name="drt.antenna.violating_nets" unit="">0</metric>
    <metric name="routed_wl_met3" unit="µm">98</metric>
    <metric name="first_iter_violations" unit="">1</metric>
    <metric name="detailroute.wirelength.met2" unit="µm">186</metric>
    <metric name="antenna-diode-count" unit="">0</metric>
  </group>
  <group name="worst_setup_path">
    <metric name="path_common_cell" unit="">sky130_fd_sc_hd__clkdlybuf4s50_1</metric>
    <metric name="cp_top_family" unit="">buffers and inverters</metric>
    <metric name="cp.required" unit="ps">2560</metric>
    <metric name="worst_setup_path_end_kind" unit="">output pin</metric>
    <metric name="crit_arrival" unit="ps">2430</metric>
    <metric name="cells_along_the_critical_path" unit="">clkdlybuf4s50_1, ha_2, inv_1, fa_2, nor2b_1, o21ai_1, nand2b_1, clkdlybuf4s50_1</metric>
    <metric name="worstPathMaxFanout" unit="">2</metric>
    <metric name="worst-setup-path-type" unit="">primary input to output pin</metric>
    <metric name="start_kind" unit="">primary input</metric>
    <metric name="critPathMaxStageDelay" unit="ps">490</metric>
    <metric name="critical-path-slowest-cell" unit="">sky130_fd_sc_hd__clkdlybuf4s50_1</metric>
    <metric name="worst_path_bufs_invs" unit="">3</metric>
  </group>
  <group name="grt">
    <metric name="groute.usage.overall" unit="">0.0173</metric>
    <metric name="antenna_found_initial" unit="">0</metric>
    <metric name="grt_start_max_net_pins" unit="">4</metric>
    <metric name="globalRoute.totalOverflow" unit="">0</metric>
    <metric name="global_route_wire_length_before_repair" unit="µm">910</metric>
    <metric name="first_global_vias" unit="">174</metric>
  </group>
  <group name="floorplanning">
    <metric name="die_ht" unit="µm">80</metric>
    <metric name="die-width" unit="µm">80</metric>
    <metric name="ioPinCount" unit="">13</metric>
    <metric name="fp_util" unit="">0.0399</metric>
    <metric name="coreArea" unit="µm²">3420</metric>
    <metric name="die-area" unit="µm²">6400</metric>
    <metric name="row_count" unit="">21</metric>
  </group>
  <group name="flow_run">
    <metric name="max_cap_viol_count" unit="">0</metric>
    <metric name="openroad.warnings" unit="">32</metric>
  </group>
  <group name="synth">
    <metric name="syn_area_per_cell" unit="µm²">8.52</metric>
    <metric name="topCombFamilyByArea" unit="">adder cells</metric>
    <metric name="syn_area" unit="µm²">136</metric>
    <metric name="muxShareOfSynthArea" unit="">0</metric>
    <metric name="ys_types" unit="">9</metric>
    <metric name="ys_top_cells_by_count" unit="">sky130_fd_sc_hd__ha_1, sky130_fd_sc_hd__inv_1, sky130_fd_sc_hd__xnor2_1</metric>
    <metric name="adder_share" unit="">0.514</metric>
    <metric name="synth_top_area_share" unit="">0.367</metric>
    <metric name="yosys_chip_area" unit="µm²">136</metric>
    <metric name="post_synth_ao_oa_area_fraction" unit="">0.156</metric>
    <metric name="top_cell_type_by_total_area_after_synthesis" unit="">sky130_fd_sc_hd__ha_1</metric>
    <metric name="ys.warnings.count" unit="">0</metric>
    <metric name="yosysCellCount" unit="">16</metric>
    <metric name="synth_sequential_area_ratio" unit="">0</metric>
    <metric name="yosys.area_share.xor_xnor" unit="">0.128</metric>
    <metric name="number_of_instances_in_the_synthesized_netlist" unit="">16</metric>
    <metric name="yosys-top-cells-area" unit="">sky130_fd_sc_hd__ha_1, sky130_fd_sc_hd__fa_1, sky130_fd_sc_hd__xnor2_1</metric>
    <metric name="ys_sh_simple" unit="">0.0917</metric>
  </group>
  <group name="power_and_ir_drop">
    <metric name="irDropWorstVdd" unit="mV">0.0181</metric>
    <metric name="power_per_standard_cell_area" unit="nW/µm²">146</metric>
    <metric name="p_leak" unit="nW">0.132</metric>
    <metric name="total_power" unit="mW">0.0492</metric>
  </group>
  <group name="hold_path">
    <metric name="hp-class" unit="">primary input to output pin</metric>
  </group>
  <group name="clocking">
    <metric name="hold_buffers" unit="">0</metric>
  </group>
</metrics>
[metrics by stage]
step                      hold WS [ps]    util  setup slack [ps]
after CTS                         2390  0.0949              55.4
after global placement            2360  0.0949              51.4
final                             2360  0.0985               133
after floorplan                   1350       -              1130
after global routing              2410  0.0985              2.36
after detailed placement          2380  0.0949              61.4
[final timing paths]
path	startpoint	end	slack, ps	cells past startpoint
max	b[0]	y[4]	130	8
min	a[0]	y[0]	2360	3
[kinds of logic after synthesis]
family / count (synthesis)
AOI/OAI and AO/OA: 3
xor gates and xnor gates: 2
adders and majority gates: 5
buffers and inverters: 4
and+or+nand+nor: 2
[final cells by class]
class                      instances  area [µm²]  share of cell area
inverter                           4        15.0              0.0446
multi-input combinational         12         126               0.375
timing repair buffer              14         138               0.409
tap                               46        57.6               0.171
[worst min-delay path: stages]
cell	delay (ps)
sky130_fd_sc_hd__clkdlybuf4s50_1	460
sky130_fd_sc_hd__ha_2	150
sky130_fd_sc_hd__clkdlybuf4s50_1	470
[timing repair]
item / 4_1_cts / 5_1_grt
buffers inserted: 0 / 1
resized: 0 / 3
endpoints found under the setup margin: 0 / 1
[placed cells by master, fill, tap and decap left out]
master                            count
sky130_fd_sc_hd__buf_4                1
sky130_fd_sc_hd__clkdlybuf4s50_1     13
sky130_fd_sc_hd__nor2b_1              1
sky130_fd_sc_hd__a21oi_2              1
sky130_fd_sc_hd__inv_1                4
sky130_fd_sc_hd__a21o_1               1
sky130_fd_sc_hd__o21ai_1              1
sky130_fd_sc_hd__nand2b_1             1
sky130_fd_sc_hd__fa_2                 1
sky130_fd_sc_hd__ha_2                 1
sky130_fd_sc_hd__xnor2_1              2
sky130_fd_sc_hd__ha_1                 3
[where the power goes]
group	internal [mW]	switching [mW]
registers	0	0
logic	0.0349	0.0143
clock network	0	0
[routing by layer]
metal | track usage | vias up
li1 | - | 79
met1 | 0.0251 | 69
met2 | 0.0217 | 11
met3 | 0.0114 | 0
met4 | 0 | 0
met5 | 0 | -
Power figures rest on the tool's default switching activity, not on a simulated workload.
